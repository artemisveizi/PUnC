--- ./config.mk ---
export PLATFORM = sky130hd
export DESIGN_NAME = SSEG
export DESIGN_NICKNAME = SSEG
export VERILOG_FILES = /design/flow/design.v
export SDC_FILE = /design/flow/constraint.sdc
export NUM_CORES = 4
export LEC_CHECK = 1
export CORE_UTILIZATION = 30
--- ./constraint.sdc ---
current_design SSEG

set clk_period 4.2
set clk_io_pct 0.2

create_clock -name clk0 -period $clk_period [get_ports {sysclk}]

set non_clock_inputs [all_inputs -no_clocks]
set_input_delay [expr $clk_period * $clk_io_pct] -clock clk0 $non_clock_inputs
set_output_delay [expr $clk_period * $clk_io_pct] -clock clk0 [all_outputs]
--- ./design.v ---
module SSEG(
   input  wire        sysclk,           
   input  wire [15:0] data,             
   output reg [7:0]  SSEG_CA,           
   output reg [3:0]  SSEG_AN            
);
   localparam DIGIT_A = 4'b1110;
   localparam DIGIT_B = 4'b1101;
   localparam DIGIT_C = 4'b1011;
   localparam DIGIT_D = 4'b0111;
   reg clk;
   reg [3:0] digit;
   reg [31:0] count;
   always @(posedge sysclk) begin
      if (count == 500000/2) begin
         count <= 0;
         clk <= ~clk;
      end else begin
         count <= count + 1;
      end
   end
   always@( * ) begin
      case (SSEG_AN)
      DIGIT_A: digit = data[7:4];
      DIGIT_B: digit = data[11:8];
      DIGIT_C: digit = data[15:12];
      DIGIT_D: digit = data[3:0];
      default: digit = 4'b0000;
      endcase
   end
   always@(posedge clk) begin
      case (SSEG_AN)
      DIGIT_A: SSEG_AN <= DIGIT_B;
      DIGIT_B: SSEG_AN <= DIGIT_C;
      DIGIT_C: SSEG_AN <= DIGIT_D;
      DIGIT_D: SSEG_AN <= DIGIT_A;
      default: SSEG_AN <= DIGIT_A;
      endcase
   end
   always@(posedge clk) begin
      case (digit)
      0: SSEG_CA <= 8'b11000000;  
      1: SSEG_CA <= 8'b11111001;  
      2: SSEG_CA <= 8'b10100100;  
      3: SSEG_CA <= 8'b10110000;  
      4: SSEG_CA <= 8'b10011001;  
      5: SSEG_CA <= 8'b10010010;  
      6: SSEG_CA <= 8'b10000010;  
      7: SSEG_CA <= 8'b11111000;  
      8: SSEG_CA <= 8'b10000000;  
      9: SSEG_CA <= 8'b10010000;  
      10: SSEG_CA <= 8'b10001000;  
      11: SSEG_CA <= 8'b10000011;  
      12: SSEG_CA <= 8'b11000110;  
      13: SSEG_CA <= 8'b10100001;  
      14: SSEG_CA <= 8'b10000110;  
      15: SSEG_CA <= 8'b10001110;  
      default: SSEG_CA <= 8'b10111111;
      endcase
   end
endmodule
--- ./run.sh ---
#!/bin/bash
# OpenROAD 26Q1-2900-gdf79404cd8, Yosys 0.63+post, stock flow scripts
make -C /OpenROAD-flow-scripts/flow DESIGN_CONFIG=/design/flow/config.mk WORK_HOME=/design/flow/orfs finish
==> impl_metrics.json <==
{
  "synth_cells": 220,
  "drive_gt1_share_pct": 6.85,
  "grt.overflow.total": 0,
  "p_per_area_nw_per_um2": 221,
  "hold_class": "reg2reg",
  "whs_path_depth": 1,
  "p_leak_nw": 0.929,
  "irDropWorstVdd_mv": 0.158,
  "cts_tree": "done",
  "fin_util_pct": 37.0,
  "postRouteAntennaNets": 0,
  "grt_max_degree": 14,
  "area_growth_pct": 19.9,
  "reg2reg_slack_ns": 2.28,
  "initial_core_util_pct": 30.8,
  "postCtsResizedCells": 0,
  "post-dp-hpwl_mm": 2.64,
  "untimed_endpoints": 22,
  "cts_setup_buffers": 0,
  "synth_flops": 44,
  "cts-htree-levels": 2,
  "grt_pass1_wl_mm": 6.24,
  "drt-total-wl_mm": 3.56,
  "warnings": 31,
  "most-common-layout-cells": "43 x dfxtp_1, 27 x clkdlybuf4s50_1, 21 x nand2_1, 21 x xnor2_1, 18 x nor2_1",
  "die_h_um": 85.3,
  "power_frac_seq_pct": 56.9,
  "yosys.cell_types.count": 41,
  "postCtsHoldBufs": 0,
  "rows": 30,
  "port_buffers": 27,
  "outcome": "finished clean",
  "antenna_found_initial": 0,
  "p_sw_w": 0.000111,
  "fin_tns_setup_ns": 0,
  "rsz0062_at_grt": "no",
  "grt_usage_pct": 10.6,
  "ios": 29,
  "die_x_um": 85.3,
  "clock_path_buffers": 2,
  "setup_violations": 0,
  "min_period_ns": 1.92,
  "drc": 0,
  "critical_path.endpoint_type": "flop",
  "tightest_slew_ns": 0.730,
  "syn_avg_cell_area_um2": 9.47,
  "ys_cells": 220,
  "vias": 1515,
  "pwr-share-clk_pct": 40.4,
  "finalClockSkew_ns": 0.00648,
  "setup.worst_path.class": "reg2reg",
  "unclocked_pins": 11,
  "p_sw_share_pct": 20.1,
  "via_per_inst": 4.62,
  "die_area_um2": 7280,
  "combPwrFrac_pct": 2.7,
  "grt_pass1_vias": 1403,
  "relSlewSlack_pct": 50.8,
  "synth-area-yosys_um2": 2080,
  "logic_area_um2": 1110,
  "cap_violations": 0,
  "syn_area_um2": 2080,
  "cts_root_buffer": "clkbuf_8",
  "place_congestion": 0.801,
  "core_um2": 6760,
  "yosysWarnings": 1,
  "numCtsBuffers": 5,
  "antenna_cells": 0,
  "r2r_cells": 6,
  "drt_iter0_markers": 44,
  "wl_per_cell_um": 10.9,
  "internal-power_w": 0.000442,
  "crit_required_ns": 4.17,
  "power_w": 0.000552,
  "layout_top_cell": "dfxtp_1",
  "hold_viol": 0,
  "final.fill_count": 665,
  "ys_seq_share_pct": 42.8,
  "dr.pass1.iters": 4,
  "finalMaxSlewViolations": 0,
  "critical_path_arrival_ns": 1.89,
  "max_freq_mhz": 521,
  "ff_latch_area_um2": 891,
  "dp_slack_ns": 2.30,
  "post-route-period-util_pct": 45.7,
  "fin_ws_ns": 2.28,
  "crit_fanout": 11,
  "crit_path_start_kind": "flop",
  "insertion_delay_ns": 0.29,
  "path_clk_slew_ns": 0.07
}
-- registers in the layout, indices dropped and copies added (netlist names) --
name and count:
clk 1, SSEG_CA 7, count 32, SSEG_AN 4
-- metrics by stage --
step,area (µm²),std cells,hold WS (ns)
final,2500,328,0.476
after global routing,2500,328,0.495
after CTS,2500,328,0.479
after detailed placement,2420,320,0.458
after global placement,2420,320,0.460
after floorplan,2080,220,0.435
-- cell usage after synthesis --
cell | n | area (µm²)
or3_1 | 1 | 6.26
a221o_1 | 2 | 20.0
ha_1 | 8 | 100
a22oi_1 | 1 | 7.51
mux2_2 | 2 | 22.5
edfxtp_1 | 1 | 30.0
xnor2_1 | 21 | 184
or2_2 | 1 | 6.26
nor2b_1 | 3 | 18.8
buf_2 | 6 | 30.0
a211o_1 | 1 | 8.76
nand4_1 | 6 | 37.5
mux2i_1 | 2 | 20.0
nor3b_1 | 2 | 15.0
nand3_2 | 1 | 10.0
dfxtp_1 | 43 | 861
nand3b_1 | 6 | 45.0
mux4_2 | 1 | 22.5
and3_1 | 8 | 50.1
nand3_1 | 12 | 60.1
and4_1 | 1 | 8.76
and4bb_2 | 1 | 12.5
nand2b_1 | 1 | 6.26
inv_1 | 9 | 33.8
o21ai_0 | 2 | 10.0
nor3_4 | 2 | 32.5
xor2_1 | 11 | 96.3
a31oi_1 | 1 | 6.26
a21oi_1 | 4 | 20.0
o22ai_1 | 1 | 6.26
or4_4 | 1 | 11.3
and2_1 | 2 | 12.5
conb_1 | 1 | 3.75
nor4_1 | 4 | 25.0
a32o_1 | 1 | 10.0
nor2_1 | 18 | 67.6
nor4b_1 | 3 | 26.3
nor3_1 | 2 | 10.0
o2bb2ai_1 | 4 | 35.0
buf_4 | 2 | 15.0
nand2_1 | 21 | 78.8
-- critical path: stages, from the launching register on --
cell	delay (ns)
dfxtp_1	0.34
inv_1	0.06
ha_1	0.14
nor4b_1	0.28
nand4_1	0.18
nor3_1	0.19
and4bb_2	0.41
-- kinds of logic (layout without fill, tap and decap cells) --
family / count (synthesis) / after routing / share of synthesized area (%)
other: 1 / 1 / 0.180
multiplexers: 5 / 5 / 3.12
flip-flops: 44 / 44 / 42.8
adder cells (fa/ha/maj): 8 / 8 / 4.80
AND/OR/NAND/NOR: 96 / 96 / 25.9
AND-OR/OR-AND: 17 / 17 / 5.95
buffers and inverters: 17 / 45 / 3.78
XOR/XNOR: 32 / 32 / 13.5
-- power groups by stage --
stage	combinational (W)	sequential, W	clock (W)
after CTS	0.0000150	0.000314	0.000229
final	0.0000149	0.000314	0.000223
after global routing	0.0000158	0.000314	0.000248
-- routing by layer --
metal  vias to the layer above  global-route usage [%]  share of wire (%)
met5                         -                       0                  0
met1                       682                    16.6                 53
met3                         4                    2.37                2.8
met4                         0                    1.21                1.4
li1                        811                       -                  -
met2                        18                    15.8                 43
-- final timing paths --
kind	from	endpoint
min	count[31]	count[31]
max	count[0]	clk
min reg2reg	count[31]	count[31]
max reg2reg	count[0]	clk
-- cell type report --
class | count | share of cell area, %
clock inverters | 2 | 0.401
multi-input cells | 159 | 44.6
clock buffers | 6 | 2.90
inverters | 9 | 1.35
repair buffers | 28 | 11.1
well taps | 80 | 4.01
flip-flops and latches | 44 | 35.7
Power is estimated from default activity; no workload was simulated.
