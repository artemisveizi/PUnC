### flow/run.sh
#!/bin/bash
# OpenROAD 26Q1-2900-gdf79404cd8, Yosys 0.63+post, stock flow scripts
make -C /OpenROAD-flow-scripts/flow DESIGN_CONFIG=/design/flow/config.mk WORK_HOME=/design/flow/orfs finish
### flow/config.mk
export PLATFORM = sky130hd
export DESIGN_NAME = ClockDivider
export DESIGN_NICKNAME = ClockDivider
export VERILOG_FILES = /design/flow/design.v
export SDC_FILE = /design/flow/constraint.sdc
export NUM_CORES = 4
export LEC_CHECK = 1
export CORE_AREA = 10 10 107 107
export DIE_AREA = 0 0 117 117
### flow/constraint.sdc
current_design ClockDivider

set clk_period 3.7
set clk_io_pct 0.2

create_clock -name clk0 -period $clk_period [get_ports {sysclk}]

set non_clock_inputs [all_inputs -no_clocks]
set_input_delay [expr $clk_period * $clk_io_pct] -clock clk0 $non_clock_inputs
set_output_delay [expr $clk_period * $clk_io_pct] -clock clk0 [all_outputs]
### flow/design.v
module ClockDivider
#(
	parameter SLOWDOWN = 1000  
)(
	input      rst,        
	input      sysclk,     
	output reg slowclk     
);
	reg [31:0] count;
	always @(posedge sysclk) begin
		if (rst) begin
			count <= 0;
			slowclk <= 0;
		end
		else begin
			if (count == SLOWDOWN/2) begin
				count <= 0;
				slowclk <= ~slowclk;
			end else begin
				count <= count + 1;
			end
		end
	end
endmodule
==> run_results.csv <==
group,metric,value,unit
logic_synthesis,postSynthRegisterBits,33,
logic_synthesis,synthAdderAreaFrac,1.550,%
final_layout,drive_above_1_share,5.128,%
logic_synthesis,post_synth_num_cell_types,27,
logic_synthesis,syn_area_per_cell,8.320,µm²
logic_synthesis,synthesis.instances,194,
final_timing,max_slew.worst_pin.slew,0.6423,ns
clocking,root_buffer_cell,"sky130_fd_sc_hd__clkbuf_8",
logic_synthesis,number_of_warning_messages_in_the_yosys_log,1,
final_timing,hold_violations,0,
detailed_routing,antenna_cells,0,
final_timing,finalSetupViolCount,0,
clocking,tritoncts,"yes",
min_path,timing.hold.worst.class,"reg -> reg",
placed_design,placer_congestion_estimate,0.8322,
power,power_per_cell_area,344.2,nW/µm²
logic_synthesis,synth-area-yosys,1614,µm²
floorplanning,fp_util,17.55,%
placed_design,port_buffers,2,
global_routing,global_route.usage.total,5.090,%
detailed_routing,post-route-drc-count,0,
placed_design,post-dp-hpwl,2243,µm
floorplanning,die-width,117,µm
floorplanning,chipArea,13690,µm²
final_layout,n_fill_cell,1008,
final_timing,finalCritPeriodShare,60.11,%
global_routing,antenna_found_initial,0,
detailed_routing,drt.antenna.violating_nets,0,
logic_synthesis,synth.cellmix.simpleShare,34.57,%
flow_run,max-cap-violations,0,
logic_synthesis,synthMuxAreaShare,0,%
clocking,htree_levels,2,
placed_design,dpl.cell_count,298,
clocking,clk-insertion-delay-late,0.28,ns
critical_path,critical_path_start_type,"flip-flop",
global_routing,maximum_number_of_pins_on_one_net_before_global_route_repair,33,
final_timing,rsz0062_at_grt,"no",
logic_synthesis,post_synth_main_logic_family,"simple AND/OR/NAND/NOR gates",
critical_path,cp-end-kind,"flip-flop",
global_routing,grt.overflow.total,0,
detailed_routing,initialDrtViolationCount,85,
clocking,clock_sinks,33,
logic_synthesis,synth.cellmix.compoundShare,12.09,%
critical_path,largest_fanout_on_the_critical_path,14,
logic_synthesis,synth-seq-area-share,40.93,%
clocking,clk_transition_reported_paths,0.06,ns
clocking,cts_buffers,5,
detailed_routing,total_routed_wirelength,3327,µm
detailed_routing,route.detailed.wl_per_inst,10.87,µm
detailed_routing,dr_total_vias,1385,
power,peakVddDrop,215.5,µV
critical_path,critPathKind,"reg -> reg",
clocking,post-cts-setup-buffers,0,
floorplanning,io-pin-count,3,
logic_synthesis,ys_sh_xor,7.054,%
logic_synthesis,mapped_area,1614,µm²
final_timing,timing_max_transition_violations_final,0,
flow_run,number_of_logged_tool_warnings,26,
floorplanning,placeableCoreArea,9196,µm²
run_status,outcome,"finished, final reports clean",
floorplanning,floorplan.rows,35,
final_timing,worst_hold_slack,0.4867,ns
critical_path,critPathRequiredTime,3.91,ns
final_layout,seq_area,660.6,µm²
clocking,holdBufCountCts,0,
clocking,clk_path_buf_depth,2,
detailed_routing,vias_per_cell,4.526,
final_timing,max-slew-margin-rel,56.79,%
final_layout,logic_area,895.9,µm²
final_timing,setup_clock_skew_after_layout,0.003956,ns
final_timing,fmaxAchievable,449.7,MHz
floorplanning,die_h,117,µm
clocking,postCtsResizedCells,0,
detailed_routing,detail_route.first_pass.iterations,4,
final_timing,totalNegativeSetupSlack,0,ns
global_routing,grt_first_pass_wirelength,5823,µm
global_routing,vias_in_the_first_global_route,1258,
final_layout,layoutNonFillerInstCount,306,
final_layout,layout_area_growth_over_synthesis,13.10,%
power,p_leak,0.0005182,µW
critical_path,critical_path_arrival,2.43,ns
logic_synthesis,synth.yosys.num_cells,194,
final_timing,final.min_clock_period,2.224,ns
==> flip-flops by register name, summed over array words and instances (netlist names) <==
register  flops
count        32
slowclk       1
==> cell type report <==
| class | count | area share, % |
|---|---|---|
| multi-input combinational | 145 | 49.07 |
| sequential | 33 | 36.19 |
| tap | 111 | 7.608 |
| clock buffer | 8 | 4.387 |
| timing repair buffer | 3 | 1.508 |
| inverter | 6 | 1.234 |
==> through the flow <==
step	area [µm²]	total power, µW	util [%]	setup slack (ns)
finish	1826	628.4	19.85	1.476
global route	1826	657.3	19.85	1.371
CTS	1826	638.0	19.85	1.480
detailed placement	1745	384.2	18.98	1.518
global placement	1745	384.1	18.98	1.583
floorplan	1614	379.3	-	1.737
==> path summary, 6_finish.rpt <==
kind                         from                   end  slack [ns]  cells past startpoint
max           count[4]$_SDFF_PP0_  count[25]$_SDFF_PP0_        1.48                      4
min          count[31]$_SDFF_PP0_  count[31]$_SDFF_PP0_        0.49                      2
max reg2reg   count[4]$_SDFF_PP0_  count[25]$_SDFF_PP0_        1.48                      4
min reg2reg  count[31]$_SDFF_PP0_  count[31]$_SDFF_PP0_        0.49                      2
==> Yosys cell counts (all sizes together) <==
| master | count | share of area, % |
|---|---|---|
| and2 | 3 | 1.2 |
| dfxtp | 33 | 41 |
| or4 | 5 | 2.8 |
| inv | 6 | 1.4 |
| nand4 | 11 | 5.2 |
| a21oi | 18 | 5.6 |
| clkbuf | 9 | 2.2 |
| nand3 | 11 | 3.4 |
| nor2 | 17 | 4.0 |
| buf | 1 | 0.23 |
| xor2 | 3 | 1.6 |
| nor4bb | 2 | 1.2 |
| nor4 | 9 | 3.5 |
| o21bai | 1 | 0.47 |
| o31ai | 3 | 1.4 |
| xnor2 | 10 | 5.4 |
| and3 | 4 | 1.6 |
| nor3 | 3 | 0.93 |
| nand4b | 4 | 2.2 |
| and4 | 4 | 2.2 |
| o21ai | 15 | 4.7 |
| or3 | 12 | 4.7 |
| ha | 2 | 1.6 |
| nand2 | 8 | 1.9 |
==> worst max-delay path, stage by stage (launching register included) <==
cell,delay [ns]
sky130_fd_sc_hd__dfxtp_1,0.40
sky130_fd_sc_hd__nand3_1,0.34
sky130_fd_sc_hd__or4_4,0.73
sky130_fd_sc_hd__or4_1,0.53
sky130_fd_sc_hd__a21oi_1,0.16
==> power breakdown <==
| part | total [µW] | switching, µW | leakage, µW | internal [µW] |
|---|---|---|---|---|
| registers | 361 | 3.28 | 0.000266 | 358 |
| logic | 15.0 | 9.02 | 0.000212 | 5.97 |
| clock network | 252 | 119 | 0.0000395 | 133 |
| total | 628 | 131 | 0.000518 | 497 |
==> layer usage <==
layer	vias to the layer above	GRT usage, %	wire length (µm)
met2	17	8.061	1527
li1	710	-	-
met3	2	1.548	112
met1	656	6.809	1651
met5	-	0	0
met4	0	0.9061	35
==> placed cells by master, fill, tap and decap left out <==
cell | synthesis | routed
sky130_fd_sc_hd__clkdlybuf4s50_1 | 0 | 2
sky130_fd_sc_hd__clkbuf_1 | 8 | 3
sky130_fd_sc_hd__nand4_1 | 10 | 10
sky130_fd_sc_hd__nand4b_1 | 4 | 4
sky130_fd_sc_hd__o21ai_0 | 15 | 15
sky130_fd_sc_hd__nand2_1 | 8 | 8
sky130_fd_sc_hd__nand3_1 | 11 | 11
sky130_fd_sc_hd__nor4bb_1 | 2 | 2
sky130_fd_sc_hd__o31ai_1 | 3 | 3
sky130_fd_sc_hd__or4_4 | 2 | 2
sky130_fd_sc_hd__dfxtp_1 | 33 | 33
sky130_fd_sc_hd__nor4_1 | 9 | 9
sky130_fd_sc_hd__ha_1 | 2 | 2
sky130_fd_sc_hd__buf_4 | 0 | 1
sky130_fd_sc_hd__inv_1 | 6 | 6
sky130_fd_sc_hd__or4_1 | 3 | 3
sky130_fd_sc_hd__or3_1 | 12 | 12
sky130_fd_sc_hd__and3_1 | 4 | 4
sky130_fd_sc_hd__nand4_4 | 1 | 1
sky130_fd_sc_hd__a21oi_1 | 18 | 18
sky130_fd_sc_hd__nor2_1 | 17 | 17
sky130_fd_sc_hd__o21bai_2 | 0 | 1
sky130_fd_sc_hd__xnor2_1 | 10 | 10
sky130_fd_sc_hd__and4_1 | 4 | 4
sky130_fd_sc_hd__xor2_1 | 3 | 3
sky130_fd_sc_hd__nor3_1 | 3 | 3
sky130_fd_sc_hd__clkbuf_8 | 0 | 5
sky130_fd_sc_hd__and2_1 | 3 | 3
==> cell families after synthesis <==
group / count (synthesis)
xor gates and xnor gates: 13
AOI/OAI and AO/OA: 37
buffers and inverters: 16
DFF: 33
adders and majority gates: 2
and+or+nand+nor: 93
Power and IR drop assume default switching activity.
