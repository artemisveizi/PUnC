<file path="./run.sh">
#!/bin/bash
# OpenROAD 26Q1-2900-gdf79404cd8, Yosys 0.63+post, stock flow scripts
make -C /OpenROAD-flow-scripts/flow DESIGN_CONFIG=/design/flow/config.mk WORK_HOME=/design/flow/orfs finish
</file>
<file path="./config.mk">
export PLATFORM = sky130hd
export DESIGN_NAME = ButtonDebouncer
export DESIGN_NICKNAME = ButtonDebouncer
export VERILOG_FILES = /design/flow/design.v
export SDC_FILE = /design/flow/constraint.sdc
export NUM_CORES = 4
export LEC_CHECK = 1
export CORE_AREA = 10 10 108 108
export DIE_AREA = 0 0 118 118
</file>
<file path="./constraint.sdc">
current_design ButtonDebouncer

set clk_period 4.6
set clk_io_pct 0.2

create_clock -name clk0 -period $clk_period [get_ports {sysclk}]

set non_clock_inputs [all_inputs -no_clocks]
set_input_delay [expr $clk_period * $clk_io_pct] -clock clk0 $non_clock_inputs
set_output_delay [expr $clk_period * $clk_io_pct] -clock clk0 [all_outputs]
</file>
<file path="./design.v">
module ButtonDebouncer
#(
	parameter TIME_DELAY = 500000  
)(
	input      sysclk,     
	input      noisy_btn,  
	output reg clean_btn   
);
	reg [31:0] count;
	reg xnew;
	always @(posedge sysclk) begin
		if (noisy_btn != xnew) begin
			xnew <= noisy_btn;
			count <= 0;
		end else if (count == TIME_DELAY) begin
			clean_btn <= xnew;
		end else begin
			count <= count + 1;
		end
	end
endmodule
</file>
==> run notes <==
impl run done, here's what came out: CP top delay family buffers and inverters, Clock Path Buffers 2, Top area cell types dfxtp_1 (37%), a21oi_1 (5.5%), and4_1 (4.5%), clock slew at reported path FFs 70 ps, fp_density 0.187, Yosys top cell by area dfxtp_1, Core Area 9280 µm², largest net degree at the start of global routing 30, Setup TNS Final 0 ps, CTS root buf clkbuf_8, Tool Warnings 26, CTS resizes 0, crit-path cells clkdlybuf4s50_1 > xnor2_1 > inv_1 > buf_4 > nor2_1 > a41o_1, Least-Margin Pin Slew 636 ps, Final Skew 6.75 ps, RePlAce Congestion 0.841, CTS Hold Bufs 0, Via density around 4.4, initial antenna violation count 0, # setup viols final 0, cells after synthesis 201, final WL 3580 µm, status complete, no violations, crit path max fanout 20, # Cells Yosys 201, chip area 13900 µm², drt wl/cell 10.9 µm, clk sinks 34, Layout area overhead 12.6%, synthesis area per yosys 1730 µm², Fin Hold WS 482 ps, area fraction of the dominant cell type after synthesis 0.370, Inserted Clock Buffers 5, Synth Seq Share 0.404, Static Leakage 0.613 nW, # DRC 0, GR Overflow Total 0, post-layout period usage of the worst path 0.548, crit end category flop, worst reg-to-reg path cell count 4, die boundary height 118 µm, share of cells above drive strength 1 0.0400, hold depth 2, CTS tree done, Synth Register Bits 34, Post-CTS Setup Inserts 0, HPWL after DPL 2390 µm, Latency at later pin 280 ps, fin crit period 2520 ps, Max Clock Freq around 400 MHz, worst endpoint required time 4820 ps, RSZ-0062 raised after global routing false, Slowest-stage cell, CP clkdlybuf4s50_1, Cell Type Count 34, Initial DRC Count 63, drt pass-1 iters 4, worst min path class reg -> reg, htree depth 2, Max Slew Vio Count 0, Die Wd 118 µm, synthesized area per cell ~8.6 µm², first-pass GRT wire length 6120 µm, diodes inserted 0, ANT nets after route 0, power density over cell area 306 nW/µm², post-synthesis cell area 1730 µm², Final Hold Fails 0, routed vias between 1000 and 1500, final cell count without fillers 329, FP Rows 35, CP max stage delay 430 ps, synthesis warning total 1, IO Port Bufs 2, kind of critical path in -> reg, maximum resistive drop on vdd 149 µV, crit path DAT 2750 ps, Top Ports 3, crit path launch type input port, Slew headroom 0.576, crit path buf inv count 3, placed cells 321, Total GRT Usage 0.0499, Maximum Capacitance Violations 0, CP Depth 6, vias in the first global route 1307
registers in the layout, summed over array words and instances (netlist names):
| register | count |
|---|---|
| clean_btn | 1 |
| count | 32 |
| xnew | 1 |
area by class of cell:
class | count | area (µm²)
Clock buffer | 8 | 90.1
Timing Repair Buffer | 3 | 27.5
Sequential cell | 34 | 701
Inverter | 5 | 18.8
Tap cell | 129 | 161
Fill cell | 1046 | 7330
Multi-Input combinational cell | 150 | 952
synthesized netlist by cell type (all sizes together):
library cell and count:
a21oi 19, a31oi 2, a41o 2, and2 5, and2b 1, and3 4, and4 9, buf 3
clkbuf 9, dfxtp 32, edfxtp 2, ha 2, inv 5, mux2i 1, nand2 11, nand2b 1
nand3 10, nand4 13, nor2 11, nor3 4, nor3b 1, nor4 5, nor4b 1, nor4bb 1
o21a 2, o21ai 9, o31ai 9, or2b 1, or3 7, or4 9, xnor2 1, xor2 9
metrics by stage:
step / util / setup slack, ps / instance area (µm²) / power, mW
after floorplan: - / 2520 / 1730 / 0.363
after global placement: 0.200 / 1820 / 1860 / 0.378
after detailed placement: 0.200 / 1760 / 1860 / 0.378
after CTS: 0.210 / 2080 / 1950 / 0.606
after global routing: 0.210 / 1910 / 1950 / 0.629
final: 0.210 / 2080 / 1950 / 0.597
tightest hold or removal path: cells and delay by family, from the launching register on:
kind,cells,cell delay (ps)
AND/OR/NAND/NOR,1,60
multiplexers,1,50
flip-flops,1,330
path summary, 6_finish.rpt:
| kind | from | endpoint | slack [ps] |
|---|---|---|---|
| setup / recovery | noisy_btn | count[20] | 2080 |
| hold / removal | count[31] | count[31] | 480 |
| setup reg to reg | count[2] | count[29] | 2490 |
| hold reg to reg | count[31] | count[31] | 480 |
routing by layer:
metal  vias up  part of all wire  global-route usage
li1        756                 -                   -
met1       669              0.52              0.0734
met2         9              0.44              0.0720
met3         4             0.025              0.0126
met4         0             0.016              0.0100
met5         -                 0                   0
where the power goes:
| part | internal, mW | switching (mW) |
|---|---|---|
| clock network | 0.122 | 0.103 |
| logic | 0.0202 | 0.0383 |
| registers | 0.305 | 0.00888 |
kinds of logic after synthesis:
kind of cell | after synthesis | synth area share
AND/OR/NAND/NOR | 94 | 0.331
multiplexers | 1 | 0.00578
flip-flops | 34 | 0.404
AND-OR/OR-AND | 43 | 0.147
buffers and inverters | 17 | 0.0462
adder cells (fa/ha/maj) | 2 | 0.0144
XOR/XNOR | 10 | 0.0505
placed cells by master, fill, tap and decap left out, types with 5 or more instances in the layout:
cell type  count
o21ai_0        9
clkbuf_8       6
a21oi_1       19
and4_1         9
inv_1          5
nand4_1       12
o31ai_1        9
or4_1          9
nor2_1        11
nand3_1       10
dfxtp_1       32
xor2_1         9
nor4_1         5
and2_1         5
or3_1          7
nand2_1       11
Power figures rest on the tool's default switching activity, not on a simulated workload.
